`flow/config.mk`:
```
export PLATFORM = sky130hd
export DESIGN_NAME = spi_register_bus
export DESIGN_NICKNAME = spi_register_bus
export VERILOG_FILES = /design/flow/design.v
export SDC_FILE = /design/flow/constraint.sdc
export NUM_CORES = 4
export LEC_CHECK = 1
export CORE_UTILIZATION = 40
```
`flow/constraint.sdc`:
```
current_design spi_register_bus

set clk_period 3.3
set clk_io_pct 0.2

create_clock -name clk0 -period $clk_period [get_ports {sck}]

set non_clock_inputs [all_inputs -no_clocks]
set_input_delay [expr $clk_period * $clk_io_pct] -clock clk0 $non_clock_inputs
set_output_delay [expr $clk_period * $clk_io_pct] -clock clk0 [all_outputs]
```
`flow/design.v`:
```
module spi_register_bus
(
	input			rst_n,
	output		reg_clk,
	output reg	req,
	output reg	rw,	 
	input			ack,
	output reg	[6:0]adr,
	input			[7:0]rdata,
	output reg	[7:0]wdata,
	input			sck,
	inout			spi_data	 
);
	localparam IDLE = 0;
	localparam WR_DATA = 1;
	localparam WAIT_ACK = 2;
	localparam SEND_RESULT = 3;
	reg	miso;
	wire	mosi;
	reg	[7:0]in_fifo;
	reg	[7:0]out_fifo;
	reg	spi_direction;	 
	reg	[7:0]bit_shift;
	reg [7:0]state;
	assign spi_data = spi_direction ? miso : 1'bz;
	assign mosi = spi_data;
	assign reg_clk = sck;
	always @(posedge sck or negedge rst_n) begin
		if (!rst_n) begin
			in_fifo <= 0;
		end
		else begin
			in_fifo[7-bit_shift] <= mosi;
		end
	end
	always @(negedge sck or negedge rst_n) begin
		if (!rst_n) begin
			miso <= 0;
		end
		else begin
			miso <= out_fifo[7-bit_shift];
		end
	end
	always @(posedge sck or negedge rst_n) begin
		if (!rst_n) begin
			out_fifo <= 0;
			spi_direction <= 0;
			bit_shift <= 0;
			state <= IDLE;
			req <= 0;
			rw <= 0;
			adr <= 0;
			wdata <= 0;
		end
		else begin
			bit_shift <= bit_shift + 1;
			if (bit_shift >= 7) begin
				bit_shift <= 0;
				case(state)
					IDLE: begin
						req <= 0;
						adr <= in_fifo[7:1];
						rw <= in_fifo[0];
						spi_direction <= 0;
						if (in_fifo[0]) begin
							state <= WR_DATA;
						end
						else begin
							req <= 1;
							spi_direction <= 1;
							out_fifo <= 0;
							state <= WAIT_ACK;
						end
					end
					WR_DATA: begin
						wdata <= in_fifo;
						req <= 1;
						spi_direction <= 1;
						out_fifo <= 0;
						state <= WAIT_ACK;
					end
					WAIT_ACK: begin
						if (ack) begin
							spi_direction <= 1;
							out_fifo <= 8'b10101010;
							state <= rw ? IDLE : SEND_RESULT;
						end
					end
					SEND_RESULT: begin
						spi_direction <= 1;
						out_fifo <= rdata;
						state <= IDLE;
					end
				endcase
			end
		end
	end
endmodule
```
`flow/run.sh`:
```
#!/bin/bash
# OpenROAD 26Q1-2900-gdf79404cd8, Yosys 0.63+post, stock flow scripts
make -C /OpenROAD-flow-scripts/flow DESIGN_CONFIG=/design/flow/config.mk WORK_HOME=/design/flow/orfs finish
```
==> datasheet_impl.txt <==
Physical design parameters

Parameter                              Value

Outcome
  Result of the run .................. did not finish
  Terminating stage of the flow .................. clock tree synthesis (4_1_cts)
  Tool error message .................. [error] [KeplerFormal.cpp:679] Workflow failed: Iso has multiple drivers: .spi_data0, spi_data$_DFF_NN0_.Q0

Yosys
  Top-area cell type share of the netlist area .................. between 40% and 50%
  Number of cells in Yosys stat .................. between 200 and 250
  Post-Syn Area .................. between 0.002 and 0.0025 sq mm
  Ys async rst share .................. 100.0%
  Count of mapped cells out of synthesis .................. between 200 and 250
  Cell type contributing the most total cell area after synthesis .................. sky130_fd_sc_hd__dfrtp_1
  Distinct cells, synth .................. about 49
  Number of enable flip-flop cells .................. 0
  Ys flop type .................. sky130_fd_sc_hd__dfrtp_1
  Synth top cell by count .................. sky130_fd_sc_hd__dfrtp_1
  Synthesized registers .................. about 46
  Most numerous cell types in the synthesized netlist .................. sky130_fd_sc_hd__dfrtp_1 (44), sky130_fd_sc_hd__nand2_1 (36), sky130_fd_sc_hd__o21ai_0 (20)
  Share of synthesized area occupied by flip-flops and latches .................. around 46%
  Total of warnings raised by yosys .................. 2
  Synth Area per Inst .................. just over 10 sq um
  Area figure in the yosys stat output .................. approximately 0.0025 sq mm
  Cells taking the most area after synthesis .................. sky130_fd_sc_hd__dfrtp_1 (44%), sky130_fd_sc_hd__mux2_2 (6.4%), sky130_fd_sc_hd__ha_1 (6.1%)

Placed design
  Routability congestion estimate from global placement .................. between 0.8 and 0.9
  HPWL Detailed .................. about 3700 microns
  Post-placement cell count .................. about 350
  Count of input and output buffers .................. 28

Floorplanning
  Die height .................. between 80 and 90 microns
  Die span in x .................. ~81 microns
  Site row count .................. 28
  Floorplan utilization .................. roughly two fifths
  I/O pin cnt .................. 30

CTS
  Cell resize tally after clock tree synthesis .................. 23
  Cts-stage hold buffer count .................. 0
  Number of setup buffers added after CTS .................. 4
[kinds of logic after synthesis]
family	count (synthesis)	share of synthesized area, %
and+or+nand+nor	86	18.05
AOI/OAI and AO/OA	48	12.71
DFF	46	46.44
muxes	22	10.79
buffers and inverters	21	4.387
adders and majority gates	12	6.051
xor gates and xnor gates	4	1.412
other	1	0.1511
[stage by stage]
stage | setup slack (ns) | power, W | area (sq um) | TNS [ns] | util (%)
2_1_floorplan | 0.01016 | 0.0009645 | 2519 | 0 | -
3_3_place_gp | -0.01920 | 0.001177 | 2974 | -0.05181 | 49.94
3_5_place_dp | -0.04670 | 0.001183 | 2974 | -0.1355 | 49.94
Power figures rest on the tool's default switching activity, not on a simulated workload.
